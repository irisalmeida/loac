[flow/design.v]
parameter NBITS_COUNT = 4; 
module contador(
  input logic clk, reset, count_up,
  output logic [NBITS_COUNT-1:0] Count 
);
  always_ff @(posedge reset or posedge clk) begin
	if(reset)  
  	Count <= 0;
	else begin  
  	if(count_up)  
    	Count <= Count + 1;
  	else  
    	Count <= Count - 1;
	end
  end
endmodule
[flow/run.sh]
#!/bin/bash
# OpenROAD 26Q1-2900-gdf79404cd8, Yosys 0.63+post, stock flow scripts
make -C /OpenROAD-flow-scripts/flow DESIGN_CONFIG=/design/flow/config.mk WORK_HOME=/design/flow/orfs finish
[flow/config.mk]
export PLATFORM = sky130hd
export DESIGN_NAME = contador
export DESIGN_NICKNAME = contador
export VERILOG_FILES = /design/flow/design.v
export SDC_FILE = /design/flow/constraint.sdc
export NUM_CORES = 4
export LEC_CHECK = 1
export CORE_AREA = 10 10 70 70
export DIE_AREA = 0 0 80 80
[flow/constraint.sdc]
current_design contador

set clk_period 2.1
set clk_io_pct 0.2

create_clock -name clk0 -period $clk_period [get_ports {clk}]

set non_clock_inputs [all_inputs -no_clocks]
set_input_delay [expr $clk_period * $clk_io_pct] -clock clk0 $non_clock_inputs
set_output_delay [expr $clk_period * $clk_io_pct] -clock clk0 [all_outputs]
==> reports/qor.tcl <==
set qor(ctsResizeCount) 0
set qor(report.final.hold_viol_count) 0
set qor(top_cell_area_share_pct) 50.3
set qor(leakage_nw) 0.141
set qor(first_global_vias) 147
set qor(finalInstanceArea_um2) 339
set qor(initial_utilization_pct) 5.82
set qor(ys_dominant_reg_cell) {sky130_fd_sc_hd__dfrtp_1}
set qor(ir_drop_uv) 181
set qor(die_h_um) 80
set qor(r2r_setup_slack_ns) 0.87
set qor(num_antenna_cells) 0
set qor(share_clk_of_total_power_pct) 25.1
set qor(yosys_cells) 15
set qor(final_core_utilization_pct) 9.93
set qor(power_frac_seq_pct) 35.4
set qor(setup.worst_path.end_class) {flip-flop}
set qor(area_growth_from_synthesis_to_layout_pct) 70.4
set qor(number_of_top_level_pins) 7
set qor(arrival_ns) 1.78
set qor(largest_register) {Count}
set qor(via_count) 132
set qor(ys_top_cells_by_count) {sky130_fd_sc_hd__dfrtp_1, sky130_fd_sc_hd__inv_1, sky130_fd_sc_hd__ha_1, sky130_fd_sc_hd__xnor2_1}
set qor(timing.critical_path.required_ns) 2.26
set qor(max_cap_violations) 0
set qor(switching_share_pct) 27.8
set qor(ctsHtreeMaxLevel) 1
set qor(dp_hpwl_um) 375
set qor(dr.pass1.iters) 2
set qor(finalPower_w) 0.000379
set qor(timing.max_slew.rel_slack_pct) 88.6
set qor(die_width_um) 80
set qor(wire_per_inst_um) 6.74
set qor(synth_instances) 15
set qor(yosysUniqueCellTypes) 8
set qor(port_buffers) 6
set qor(yosys-stat-area_um2) 199
set qor(synth_flop_count) 4
set qor(enable_flop_cells) 0
set qor(largest_area_cell) {sky130_fd_sc_hd__dfrtp_1}
set qor(post_layout_period_usage_of_the_worst_path_pct) 77.0
set qor(final_layout_size_suffix_gt1_share_pct) 16.7
set qor(avgViaCountPerCell) 1.89
set qor(core_mm2) 0.00342
set qor(fin_worst_skew_ns) 0.00235
set qor(clock_buffer_depth) 2
set qor(power_density_mw_per_mm2) 1120
set qor(largest_net_degree_at_the_start_of_global_routing) 5
set qor(clkSlewWorstSetupHoldPaths_ns) 0.04
set qor(postSynth.asyncResetShare_pct) 100
set qor(share_comb_of_total_power_pct) 39.5
set qor(rr_endpoint) {Count[3]}
set qor(crit_type) {input port to flip-flop}
set qor(ys_seq_share_pct) 50.3
set qor(status) {completed}
set qor(grt_remaining_overflow) 0
set qor(timing.critical_path.fanout_max) 3
set qor(drc) 0
set qor(placedInstanceArea_um2) 317
set qor(grt_use_total_pct) 1.81
set qor(cts_setup_buffers) 0
set qor(chipArea_mm2) 0.00640
set qor(power.net_switching_w) 0.000105
set qor(ant_nets) 0
set qor(clkSinkCount) 4
set qor(timing.fmax_mhz) 618
set qor(rows) 21
set qor(largest_reg_flops) 4
set qor(reg2reg_depth) 4
set qor(p_int_w) 0.000274
set qor(finalCriticalPeriod_ns) 1.62
set qor(cell_area_synth_um2) 199
set qor(tightest_slew_ns) 0.170
set qor(yosys_warnings) 1
set qor(startpoint_type) {input port}
set qor(routed_wire_length_um) 472
set qor(warnings) 25
set qor(report.final.slew_viol_count) 0
set qor(pre_cts_ws_ns) 0.236
set qor(initialDrtViolationCount) 2
set qor(clk_latency_ns) 0.24
set qor(top_cells_by_area) {sky130_fd_sc_hd__dfrtp_1, sky130_fd_sc_hd__ha_1, sky130_fd_sc_hd__fa_1, sky130_fd_sc_hd__xnor2_1, sky130_fd_sc_hd__inv_1}
set qor(clock_tree.root_cell) {sky130_fd_sc_hd__clkbuf_4}
set qor(cts_tree) {done}
set qor(top_regs) {Count: 4 flops}
set qor(tritoncts.num_buffers) 3
set qor(setup_ws_final_ns) 0.483
set qor(report.final.setup_viol) 0
set qor(hold_class) {input port to asynchronous set/reset pin}
set qor(totalNegativeSetupSlack_ns) 0
set qor(crit-reg2reg-launch) {Count[1]}
set qor(postCtsHoldBufs) 0
set qor(unrepaired_setup_endpoints_after_global_routing) {false}
set qor(most_common_cell) {sky130_fd_sc_hd__dfrtp_1}
set qor(antenna_found_initial) 0
set qor(place_congestion) 0.721
set qor(post_synth.cell_area_avg_um2) 13.3
set qor(wire_length_of_the_first_global_routing_pass_um) 765
-- power groups by stage --
stage / clock network [W] / registers [W] / logic, W
finish: 0.0000951 / 0.000134 / 0.000150
global route: 0.000112 / 0.000141 / 0.000172
CTS: 0.000101 / 0.000134 / 0.000154
-- metrics by stage --
step | hold WS, ns | cells
after floorplan | 0.186 | 15
final | 0.367 | 70
after global routing | 0.373 | 70
after CTS | 0.364 | 70
after detailed placement | 0.506 | 67
after global placement | 0.488 | 67
-- worst max-delay path, cell delays in order --
cell	delay, ns
sky130_fd_sc_hd__clkdlybuf4s50_1	0.50
sky130_fd_sc_hd__inv_1	0.10
sky130_fd_sc_hd__ha_1	0.29
sky130_fd_sc_hd__a21o_1	0.19
sky130_fd_sc_hd__a21oi_2	0.15
sky130_fd_sc_hd__xnor2_1	0.12
-- placed cells by master, fill, tap and decap left out --
master,synthesis,layout
sky130_fd_sc_hd__ha_1,2,2
sky130_fd_sc_hd__xor2_1,1,1
sky130_fd_sc_hd__fa_1,1,1
sky130_fd_sc_hd__clkdlybuf4s50_1,0,6
sky130_fd_sc_hd__clkbuf_4,0,3
sky130_fd_sc_hd__inv_1,3,3
sky130_fd_sc_hd__a21oi_2,1,1
sky130_fd_sc_hd__dfrtp_1,4,4
sky130_fd_sc_hd__xnor2_1,2,2
sky130_fd_sc_hd__a21o_1,1,1
-- kinds of logic (layout without fill, tap and decap cells) --
group,after synthesis,count (layout),synth area share (%)
DFF,4,4,50.3
buffers and inverters,3,12,5.66
AOI/OAI and AO/OA,2,2,8.18
xor gates and xnor gates,3,3,13.2
adders and majority gates,3,3,22.6
-- how the worst max path moves through the flow --
stage             from  cells past startpoint  slack (ns)        to
CTS           count_up                      6        0.49  Count[3]
global route  count_up                      6        0.41  Count[3]
finish        count_up                      6        0.48  Count[3]
-- per-layer routing --
metal | track usage, % | up-vias | wire [um]
met2 | 1.28 | 11 | 105
li1 | - | 65 | -
met1 | 1.81 | 56 | 191
met3 | 3.75 | 0 | 175
met5 | 0 | - | 0
met4 | 0.352 | 0 | 0
-- area by class of cell --
cell class                 count  area (um^2)
fill                         402         3080
sequential                     4          100
multi-input combinational      8         87.6
timing repair buffer           6         60.1
tap                           46         57.6
clock buffer                   3         22.5
inverter                       3         11.3
Power figures rest on the tool's default switching activity, not on a simulated workload.

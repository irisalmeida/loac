$ cat flow/design.v
module RAM_RW_4x4 (
  input wire clk,            
  input wire reset,          
  input wire SEL,            
  input wire [3:0] Din,      
  input wire [1:0] Addr,     
  output wire [3:0] Dout     
);
  reg [3:0] mem [0:3];        
  always @(posedge clk) begin
    if (reset) begin
      for (integer i = 0; i < 4; i = i + 1) begin
        mem[i] <= 4'b0;       
      end
    end else begin
      if (SEL) begin
        mem[Addr] <= Din;     
      end else begin
        Dout <= mem[Addr];    
      end
    end
  end
endmodule
$ cat flow/config.mk
export PLATFORM = sky130hd
export DESIGN_NAME = RAM_RW_4x4
export DESIGN_NICKNAME = RAM_RW_4x4
export VERILOG_FILES = /design/flow/design.v
export SDC_FILE = /design/flow/constraint.sdc
export NUM_CORES = 4
export LEC_CHECK = 1
export CORE_AREA = 10 10 90 90
export DIE_AREA = 0 0 100 100
$ cat flow/constraint.sdc
current_design RAM_RW_4x4

set clk_period 1.9
set clk_io_pct 0.2

create_clock -name clk0 -period $clk_period [get_ports {clk}]

set non_clock_inputs [all_inputs -no_clocks]
set_input_delay [expr $clk_period * $clk_io_pct] -clock clk0 $non_clock_inputs
set_output_delay [expr $clk_period * $clk_io_pct] -clock clk0 [all_outputs]
$ cat flow/run.sh
#!/bin/bash
# OpenROAD 26Q1-2900-gdf79404cd8, Yosys 0.63+post, stock flow scripts
make -C /OpenROAD-flow-scripts/flow DESIGN_CONFIG=/design/flow/config.mk WORK_HOME=/design/flow/orfs finish
==> flow_summary.json <==
{
  "period_used_pct": 85.5,
  "diodes": 0,
  "yosys.area.top_type": "sky130_fd_sc_hd__edfxtp_1",
  "outcome": "completed",
  "std_cell_rows": 29,
  "netlist.top_cell.by_instances": "sky130_fd_sc_hd__edfxtp_1",
  "die_width_um": 100,
  "worst_skew_ns": 0.00276,
  "finalWeightedCongestion": 0.824,
  "globalRouteTotalUtil_pct": 3.18,
  "effective_utilization_at_floorplan_pct": 13.9,
  "hold_violations": 0,
  "critPathCaptureType": "flip-flop",
  "worstPathMaxFanout": 7,
  "hold_path.startpoint": "mem[3][3]",
  "grt_max_degree": 11,
  "irDropWorstVdd_mv": 0.254,
  "logic_area_um2": 229,
  "post_route_cells_drive_above_1_share_pct": 17.3,
  "net_load_switching_power_w": 0.000169,
  "clk-insertion-delay-late_ns": 0.25,
  "timing.critical_path.max_delay_family": "buffers and inverters",
  "static-leakage-power_nw": 0.415,
  "first_pass_grt_wire_length_um": 2530,
  "critical_path.cell_chain": "clkdlybuf4s50_1 -> mux4_1",
  "share_clk_of_total_power_pct": 29.6,
  "cts_tree": "done",
  "cts.path.max_buffers": 2,
  "yosysChipArea_um2": 870,
  "final-max-slew-violation-count": 0,
  "common_cells": "sky130_fd_sc_hd__edfxtp_1 (20), sky130_fd_sc_hd__nor2_1 (10), sky130_fd_sc_hd__inv_1 (5), sky130_fd_sc_hd__nand3b_1 (4), sky130_fd_sc_hd__nor3_1 (4)",
  "cpMaxStageDelayCell": "sky130_fd_sc_hd__clkdlybuf4s50_1",
  "edf_count": 20,
  "post_cts.repair.setup_buffers": 0,
  "worst-slew-pin-transition_ns": 0.380,
  "stage_log_warnings": 25,
  "drcViolationCount": 0,
  "clock_sink_count": 20,
  "crit-reg2reg-launch": "mem[1][0]",
  "internal_power_w": 0.000716,
  "grt_remaining_overflow": 0,
  "yosysWarnings": 2,
  "comb_pwr_share_pct": 10.5,
  "setup.worst_path.start": "Addr[0]",
  "routed_wl_um": 1580,
  "slew-limit-headroom_pct": 74.6,
  "total_power_w": 0.000885,
  "worst_setup_start_kind": "input pin",
  "clk_pin_slew_worst_paths_ns": 0.07,
  "synth_area_per_cell_um2": 15.5,
  "critical_path_at_ns": 1.62,
  "swShare_pct": 19.1,
  "synth_seq_share_pct": 69.1,
  "post_synth_instance_area_um2": 870,
  "detail_route.wl_per_cell_um": 10.4,
  "top_level_ports": 13,
  "final-seq-area_um2": 601,
  "postCtsResizedCells": 0,
  "place_hpwl_um": 1280,
  "clock-root-buffer": "sky130_fd_sc_hd__clkbuf_8",
  "avgViaCountPerCell": 3.41,
  "hold_path_class": "reg -> reg",
  "postSynthRegisterBits": 20,
  "timing.final.setup_violations": 0,
  "crit_path_max_incr_delay_ns": 0.64,
  "route.vias.total": 519,
  "number_of_antenna_violating_nets_in_the_routed_design": 0,
  "count_of_max_cap_constraint_violations": 0,
  "cts-buffers-inserted": 3,
  "finalCoreUtilization_pct": 18.5,
  "sequential_power_share_pct": 59.9,
  "yosys.area.top_type_share_pct": 69.1,
  "detail_route.first_pass.iterations": 4,
  "syn-instance-count": 56,
  "p_per_area_nw_per_um2": 763,
  "unrepaired_setup_endpoints_after_global_routing": "false",
  "areaGrowthSynthToFinish_pct": 33.2,
  "worst-path-buf-inv": 1,
  "netlist-cell-type-count": 13,
  "path_type_of_the_worst_setup_path": "in -> reg",
  "yosysCellCount": 56,
  "detailedRoute.firstIterationViolations": 68,
  "core-area_um2": 6280,
  "hold_buffers": 0,
  "ff_type": "sky130_fd_sc_hd__edfxtp_1",
  "port_buffers": 12,
  "ys_async_sr_fraction_pct": 0,
  "total_die_area_um2": 10000,
  "first_global_vias": 540,
  "final.min_clock_period_ns": 1.63,
  "die_height_um": 100,
  "number_of_antenna_violations_at_the_first_check_in_global_routing": 0,
  "fillerInstances": 660,
  "fmax_ghz": 0.615,
  "number_of_levels_the_h_tree_was_split_into": 1,
  "netlist_top_cells_area": "sky130_fd_sc_hd__edfxtp_1 (69%), sky130_fd_sc_hd__mux4_1 (6.0%), sky130_fd_sc_hd__mux4_2 (5.2%)",
  "worst_ep_required_time_ns": 1.89
}
==> worst paths after layout <==
path,cells after the start,slack (ns),end
worst min-delay path,1,0.62,Dout[3]
worst max register to register,1,0.76,Dout[0]
worst max-delay path,2,0.27,Dout[0]
worst min register to register,1,0.62,Dout[3]
==> state kept, by name, summed over array words and instances (netlist names) <==
signal / cells
Dout: 4
mem: 16
==> logic make-up (layout without fill, tap and decap cells) <==
family | count (synthesis) | in the layout | synth area share, %
simple gates | 20 | 20 | 11.5
flops | 20 | 20 | 69.1
compound gates | 4 | 4 | 3.60
buf+inv | 8 | 27 | 4.60
mux | 4 | 4 | 11.2
==> power by group through the flow <==
stage     combinational, W  clock [W]  sequential [W]
4_1_cts          0.0000935   0.000269        0.000530
5_1_grt           0.000101   0.000287        0.000532
6_report         0.0000927   0.000262        0.000530
==> cells in the final DEF (no fill, tap or decap) <==
cell type | netlist | final
sky130_fd_sc_hd__edfxtp_1 | 20 | 20
sky130_fd_sc_hd__clkdlybuf4s50_1 | 0 | 12
sky130_fd_sc_hd__nor2_1 | 10 | 10
sky130_fd_sc_hd__buf_4 | 0 | 7
sky130_fd_sc_hd__inv_1 | 5 | 5
sky130_fd_sc_hd__nand3b_1 | 4 | 4
sky130_fd_sc_hd__nor3_1 | 4 | 4
sky130_fd_sc_hd__clkbuf_8 | 0 | 3
sky130_fd_sc_hd__mux4_2 | 2 | 2
sky130_fd_sc_hd__mux4_1 | 2 | 2
sky130_fd_sc_hd__nand2b_1 | 2 | 2
sky130_fd_sc_hd__o21bai_1 | 2 | 2
sky130_fd_sc_hd__a31o_2 | 1 | 1
sky130_fd_sc_hd__a21o_1 | 1 | 1
==> metal layers <==
layer	track usage (%)	share of wire, %	vias up
li1	-	-	247
met1	3.62	44	247
met2	4.58	38	23
met3	2.85	16	2
met4	0.217	0.82	0
met5	0	0	-
==> metrics by stage <==
| step | std cells | worst slack (ns) | instance area, um^2 | setup TNS (ns) | hold WS [ns] |
|---|---|---|---|---|---|
| final | 152 | 0.275 | 1160 | 0 | 0.625 |
| after global routing | 152 | 0.195 | 1160 | 0 | 0.657 |
| after CTS | 152 | 0.257 | 1160 | 0 | 0.629 |
| after detailed placement | 149 | -0.00441 | 1120 | -0.00441 | 0.613 |
| after global placement | 149 | 0.0201 | 1120 | 0 | 0.602 |
| after floorplan | 56 | 0.605 | 870 | 0 | 0.593 |
==> final cells by class <==
class / instances / share of cell area, %
sequential: 20 / 51.8
multi-input combinational: 28 / 19.8
timing repair buffer: 19 / 14.9
tap: 77 / 8.32
clock buffer: 3 / 3.56
inverter: 5 / 1.62
Power is estimated from default activity; no workload was simulated.

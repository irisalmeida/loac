## /design/flow/config.mk

```make
export PLATFORM = sky130hd
export DESIGN_NAME = REG_4_BITS
export DESIGN_NICKNAME = REG_4_BITS
export VERILOG_FILES = /design/flow/design.v
export SDC_FILE = /design/flow/constraint.sdc
export NUM_CORES = 4
export LEC_CHECK = 1
export CORE_AREA = 10 10 70 70
export DIE_AREA = 0 0 80 80
```

## /design/flow/constraint.sdc

```tcl
current_design REG_4_BITS

set clk_period 1.0
set clk_io_pct 0.2

create_clock -name clk0 -period $clk_period [get_ports {clk}]

set non_clock_inputs [all_inputs -no_clocks]
set_input_delay [expr $clk_period * $clk_io_pct] -clock clk0 $non_clock_inputs
set_output_delay [expr $clk_period * $clk_io_pct] -clock clk0 [all_outputs]
```

## /design/flow/design.v

```verilog
module REG_4_BITS (
  input logic clk, reset,
  input logic Din_serie,
  input logic sel,
  input logic [3:0] Din,
  output logic [3:0] Dout
);
  logic [3:0] Q;                  
  always_ff @ (posedge clk or posedge reset) begin
    if (reset) begin
      Q <= 4'b0;                  
    end else begin
      if (sel) begin
        Q <= {Din_serie, Q[3:1]};  
      end else begin
        Q <= Din;                  
      end
    end
  end
  always_comb begin
    if (sel) begin
      Dout = Q;                    
    end else begin
      Dout = Din;                  
    end
  end
endmodule
```

## /design/flow/run.sh

```bash
#!/bin/bash
# OpenROAD 26Q1-2900-gdf79404cd8, Yosys 0.63+post, stock flow scripts
make -C /OpenROAD-flow-scripts/flow DESIGN_CONFIG=/design/flow/config.mk WORK_HOME=/design/flow/orfs finish
```

==> flow_summary.toml <==
# flow metrics
[status]
status = "complete, but fails checks"
violations = "negative setup slack"

[die]
fp.dieH_um = 80
core_um2 = 3416
dieWidth_um = 80
rows = 21
fp_util_pct = 6.886
die_area_um2 = 6400
ioPinCount = 12

[synthesis]
synth-seq-area-share_pct = 42.55
synth_cell_types = 4
synth_warnings = 1
synthTopLogicFamily = "multiplexers"
topCellsByArea = "mux2_4 (51%), dfrtp_1 (43%), buf_6 (4.8%)"
top_area_share_pct = 51.06
top_area_cell = "mux2_4"
synthMuxAreaShare_pct = 51.06
synth-xor-area-share_pct = 0
syn_avg_cell_area_um2 = 16.80
yosys.area_share.aoi_pct = 0
yosys_area_um2 = 235.2
adder_share_pct = 0
synth_cells = 14
synth_flops = 4
synth_area_um2 = 235.2
ys_cells = 14
ys_sh_simple_pct = 0

[clocking]
cts.sinks = 4
cts_tree = "done"
numCtsBuffers = 3
clkTransAtPathRegs_ns = 0.03
clkLatencyLatePin_ns = 0.23
cts_buffer_depth = 2
ctsRootBufferMaster = "clkbuf_4"
htreeDepth = 1

[worst_setup_path]
crit_end = "Dout[3]"
critPathKind = "flop to output pin"
crit_path_start_kind = "flop"
r2r-start = "Q[2]"
path_max_fanout = 2
crit_arrival_ns = 0.98
cp_data_required_time_ns = 0.80
worstReg2RegEnd = "Q[1]"
worst_setup_path_end_kind = "output pin"
startpoint = "Q[3]"
r2r_cells = 2
reg2reg_slack_ns = 0.14

[layout]
n_fill_cell = 389
layoutNonFillerInstCount = 81
largest_register_ffs = 4
area_delta_synth_final_pct = 99.47
drive_above_1_share_pct = 68.57
reg_top3 = "Q x4"
regMostFlops = "Q"

[global_routing]
grt_usage_pct = 2.063
grt_pass1_vias = 216
grt_max_degree = 6
grt_pass1_wl_um = 966
overflow = 0
antenna_found_initial = 0

[routing]
drtPass1Iterations = 2
viasPerCell = 2.321
num_vias = 188
diodes = 0
drc = 0
detail_route.wl_per_cell_um = 7.321
drt_iter0_drc = 3
routed_wl_um = 593
final_antenna_net_count = 0

[timing]
hold_viol = 0
rsz0062_at_grt = "yes"
fin_crit_ns = 1.178
setup_slack_ns = -0.1778
maxSlewViolCount = 0
min_period_over_period_pct = 117.8
fin_setup_tns_ns = -0.6548
clock_skew_ns = 0.0001389
setup_viol = 4
worst_pin_slew_ns = 0.1695
max_freq_mhz = 849.0
relSlewSlack_pct = 88.69

[place]
dp_cells = 74
dp_hpwl_um = 483.6
port_buffers = 11
gp_congestion = 0.6583

[power_and_ir_drop]
power_density_nw_per_um2 = 1110
leakagePower_uw = 0.0002272
ir_drop_uv = 472.6

[run]
cap_violations = 0
tool_warnings = 27

[hold_path]
min_path_type = "primary input to async pin"
==> critical path, cell delays in order (launching register included) <==
cell	delay, ns
dfrtp_1	0.37
mux2_4	0.27
buf_6	0.11
==> worst min-delay path by stage <==
stage,cells after the start,startpoint,slack [ns],endpoint
after CTS,2,reset,0.17,Q[2]
after global routing,2,reset,0.17,Q[1]
final,2,reset,0.17,Q[1]
==> metal layers <==
metal	track usage [%]	up-vias	wire (um)
met2	1.685	15	131
met1	2.933	81	343
met4	0.1761	0	0
met3	2.614	0	119
met5	0	-	0
li1	-	92	-
==> cells by family (layout without fill, tap and decap cells) <==
logic type | count (synthesis) | after routing
multiplexers | 8 | 8
flip-flops | 4 | 4
buffers and inverters | 2 | 23
==> timing repair <==
| action | 4_1_cts | 5_1_grt |
|---|---|---|
| cloned | 0 | 0 |
| hold buffers | 0 | 0 |
| setup endpoints to repair | 8 | 4 |
| pin swaps | 0 | 0 |
| buffers inserted | 3 | 1 |
| resized | 20 | 2 |
==> synth_stat cells <==
cell type,count
inv_1,1
buf_6,1
dfrtp_1,4
mux2_4,8
==> layout by cell type, fill, tap and decap left out <==
master | Yosys | layout
buf_12 | 0 | 1
buf_2 | 0 | 3
clkbuf_4 | 0 | 3
mux2_4 | 8 | 8
clkdlybuf4s50_1 | 0 | 2
dlygate4sd2_1 | 0 | 4
buf_4 | 0 | 7
buf_6 | 1 | 2
inv_1 | 1 | 1
dfrtp_1 | 4 | 4
==> area by class of cell <==
type,count,area (um^2),share of cell area [%]
Tap cell,46,57.56,12.27
Multi-Input combinational cell,8,120.1,25.60
Clock buffer,3,22.52,4.800
Sequential cell,4,100.1,21.33
Inverter,1,3.754,0.8000
Timing Repair Buffer,19,165.2,35.20
==> power by group <==
group | switching (uW) | total (uW) | internal (uW)
logic | 36.4 | 144 | 107
registers | 6.56 | 184 | 177
clock network | 59.3 | 193 | 134
==> per-stage QoR <==
stage / setup slack, ns / util [%] / total power (uW) / cell area [um^2] / hold slack (ns)
global placement: -0.7567 / 12.71 / 324.7 / 434.2 / 0.4076
CTS: -0.1862 / 13.15 / 517.1 / 449.2 / 0.1678
finish: -0.1778 / 13.74 / 520.7 / 469.2 / 0.1738
detailed placement: -0.7580 / 12.71 / 326.9 / 434.2 / 0.4078
global route: -0.2283 / 13.74 / 567.2 / 469.2 / 0.1681
floorplan: 0.1918 / - / 244.4 / 235.2 / -0.03392
Power figures rest on the tool's default switching activity, not on a simulated workload.
